===== design/flow/design.v =====
module a2(a,b,c0,c1);
	input a,b;
	output c0,c1;
	assign c0=a^b;
	assign c1=a&b;
endmodule
module a3(a,b,c,s0,s1);
	input a,b,c;
	output s0,s1;
	wire p0,p1,p2;
	assign p0=a&b;
	assign p1=b&c;
	assign p2=c&a;
	assign s0=a^b^c;
	assign s1=p0 | p1 | p2;
endmodule
module a4(a,b,c,d,s0,s1,s2);
	input a,b,c,d;
	output s0,s1,s2;
	wire n0,n1,m0,m1,g0,g1,p0,p1,c1,c2;
	wire w1;
	assign n0=a^b;
	assign n1=a&b;
	assign m0=c^d;
	assign m1=c&d;
	assign g0=n0&m0;
	assign g1=n1&m1;
	assign p0=n0^m0;
	assign p1=n1^m1;
	assign c1=g0;
	assign w1=p1&g0;
	assign c2=g1|w1;
	assign s0=p0;
	assign s1=p1^c1;
	assign s2=c2;
endmodule
module a5(a,b,c,d,e,s0,s1,s2);
	input a,b,c,d,e;
	output s0,s1,s2;
	wire n0,n1,m0,m1,g0,g1,p0,p1,c0,c1,c2;
	wire w1,w2,w3;
	assign n0=a^b;
	assign n1=a&b;
	assign m0=c^d;
	assign m1=c&d;
	assign g0=n0&m0;
	assign g1=n1&m1;
	assign p0=n0^m0;
	assign p1=n1^m1;
	assign c0=e;
	assign w1=p0&c0;
	assign c1=g0|w1;
	assign w2=p1&g0;
	assign w3=p1&p0&c0;
	assign c2=g1|w2|w3;
	assign s0=p0^c0;
	assign s1=p1^c1;
	assign s2=c2;
endmodule
module a6(a,b,c,d,e,f,s0,s1,s2);
	input a,b,c,d,e,f;
	output s0,s1,s2;
	wire n0,n1,m0,m1,g0,g1,p0,p1,c0,c1,c2;
	wire w1,w2,w3,w4,w5,w6;
	assign n0=a^b^f;
	assign w4=a&b;
	assign w5=b&f;
	assign w6=f&a;
	assign n1=w4|w5|w6;
	assign m0=c^d;
	assign m1=c&d;
	assign g0=n0&m0;
	assign g1=n1&m1;
	assign p0=n0^m0;
	assign p1=n1^m1;
	assign c0=e;
	assign w1=p0&c0;
	assign c1=g0|w1;
	assign w2=p1&g0;
	assign w3=p1&p0&c0;
	assign c2=g1|w2|w3;
	assign s0=p0^c0;
	assign s1=p1^c1;
	assign s2=c2;
endmodule
module compress46(u,c);
	input [0:635] u;
	output [0:317] c;
	parameter L=0;
	genvar i;
	generate
		for(i=0;i<L;i=i+1)
		begin : iL
			assign c[i]=1'b0;
			assign c[106+i]=1'b0;
			assign c[212+i]=1'b0;
		end
	assign c[0+L]=u[0+L];
	if(0+L<106)
	begin : i0
		assign c[106+L]=1'b0;
		assign c[212+L]=1'b0;
	end
	assign c[1+L]=u[1+L];
	if(1+L<106)
	begin : i1
		assign c[107+L]=1'b0;
		assign c[213+L]=1'b0;
	end
	assign c[2+L]=u[2+L];
	if(2+L<106)
	begin : i2
		assign c[108+L]=1'b0;
		assign c[214+L]=1'b0;
	end
	assign c[3+L]=u[3+L];
	if(3+L<106)
	begin : i3
		assign c[109+L]=1'b0;
		assign c[215+L]=1'b0;
	end
	a2 w4 (u[4+L],u[110+L],c[4+L],c[5+L]);
	if(4+L<106)
	begin : i4
		assign c[110+L]=1'b0;
		assign c[216+L]=1'b0;
	end
	a2 w5 (u[5+L],u[111+L],c[111+L],c[6+L]);
	if(5+L<106)
	begin : i5
		assign c[217+L]=1'b0;
	end
	a2 w6 (u[6+L],u[112+L],c[112+L],c[7+L]);
	if(6+L<106)
	begin : i6
		assign c[218+L]=1'b0;
	end
	a2 w7 (u[7+L],u[113+L],c[113+L],c[8+L]);
	if(7+L<106)
	begin : i7
		assign c[219+L]=1'b0;
	end
	a2 w8 (u[8+L],u[114+L],c[114+L],c[9+L]);
	if(8+L<106)
	begin : i8
		assign c[220+L]=1'b0;
	end
	a2 w9 (u[9+L],u[115+L],c[115+L],c[10+L]);
	if(9+L<106)
	begin : i9
		assign c[221+L]=1'b0;
	end
	a2 w10 (u[10+L],u[116+L],c[116+L],c[11+L]);
	if(10+L<106)
	begin : i10
		assign c[222+L]=1'b0;
	end
	a2 w11 (u[11+L],u[117+L],c[117+L],c[12+L]);
	if(11+L<106)
	begin : i11
		assign c[223+L]=1'b0;
	end
	a2 w12 (u[12+L],u[118+L],c[118+L],c[13+L]);
	if(12+L<106)
	begin : i12
		assign c[224+L]=1'b0;
	end
	a2 w13 (u[13+L],u[119+L],c[119+L],c[14+L]);
	if(13+L<106)
	begin : i13
		assign c[225+L]=1'b0;
	end
	a3 w14 (u[14+L],u[120+L],u[226+L],c[120+L],c[15+L]);
	if(14+L<106)
	begin : i14
		assign c[226+L]=1'b0;
	end
	a3 w15 (u[15+L],u[121+L],u[227+L],c[121+L],c[16+L]);
	if(15+L<106)
	begin : i15
		assign c[227+L]=1'b0;
	end
	a3 w16 (u[16+L],u[122+L],u[228+L],c[122+L],c[17+L]);
	if(16+L<106)
	begin : i16
		assign c[228+L]=1'b0;
	end
	a3 w17 (u[17+L],u[123+L],u[229+L],c[123+L],c[18+L]);
	if(17+L<106)
	begin : i17
		assign c[229+L]=1'b0;
	end
	a3 w18 (u[18+L],u[124+L],u[230+L],c[124+L],c[19+L]);
	if(18+L<106)
	begin : i18
		assign c[230+L]=1'b0;
	end
	a3 w19 (u[19+L],u[125+L],u[231+L],c[125+L],c[20+L]);
	if(19+L<106)
	begin : i19
		assign c[231+L]=1'b0;
	end
	a3 w20 (u[20+L],u[126+L],u[232+L],c[126+L],c[21+L]);
	if(20+L<106)
	begin : i20
		assign c[232+L]=1'b0;
	end
	a3 w21 (u[21+L],u[127+L],u[233+L],c[127+L],c[22+L]);
	if(21+L<106)
	begin : i21
		assign c[233+L]=1'b0;
	end
	a3 w22 (u[22+L],u[128+L],u[234+L],c[128+L],c[23+L]);
	if(22+L<106)
	begin : i22
		assign c[234+L]=1'b0;
	end
	a3 w23 (u[23+L],u[129+L],u[235+L],c[129+L],c[24+L]);
	if(23+L<106)
	begin : i23
		assign c[235+L]=1'b0;
	end
	a4 w24 (u[24+L],u[130+L],u[236+L],u[342+L],c[130+L],c[25+L],c[26+L]);
	if(24+L<106)
	begin : i24
		assign c[236+L]=1'b0;
	end
	a4 w25 (u[25+L],u[131+L],u[237+L],u[343+L],c[131+L],c[132+L],c[27+L]);
	if(25+L<106)
	begin : i25
		assign c[237+L]=1'b0;
	end
	a4 w26 (u[26+L],u[132+L],u[238+L],u[344+L],c[238+L],c[133+L],c[28+L]);
	a4 w27 (u[27+L],u[133+L],u[239+L],u[345+L],c[239+L],c[134+L],c[29+L]);
	a5 w28 (u[28+L],u[134+L],u[240+L],u[346+L],u[452+L],c[240+L],c[135+L],c[30+L]);
	a5 w29 (u[29+L],u[135+L],u[241+L],u[347+L],u[453+L],c[241+L],c[136+L],c[31+L]);
	a5 w30 (u[30+L],u[136+L],u[242+L],u[348+L],u[454+L],c[242+L],c[137+L],c[32+L]);
	a5 w31 (u[31+L],u[137+L],u[243+L],u[349+L],u[455+L],c[243+L],c[138+L],c[33+L]);
	a5 w32 (u[32+L],u[138+L],u[244+L],u[350+L],u[456+L],c[244+L],c[139+L],c[34+L]);
	a5 w33 (u[33+L],u[139+L],u[245+L],u[351+L],u[457+L],c[245+L],c[140+L],c[35+L]);
	a5 w34 (u[34+L],u[140+L],u[246+L],u[352+L],u[458+L],c[246+L],c[141+L],c[36+L]);
	a5 w35 (u[35+L],u[141+L],u[247+L],u[353+L],u[459+L],c[247+L],c[142+L],c[37+L]);
	a5 w36 (u[36+L],u[142+L],u[248+L],u[354+L],u[460+L],c[248+L],c[143+L],c[38+L]);
	a5 w37 (u[37+L],u[143+L],u[249+L],u[355+L],u[461+L],c[249+L],c[144+L],c[39+L]);
	a6 w38 (u[38+L],u[144+L],u[250+L],u[356+L],u[462+L],u[568+L],c[250+L],c[145+L],c[40+L]);
	a6 w39 (u[39+L],u[145+L],u[251+L],u[357+L],u[463+L],u[569+L],c[251+L],c[146+L],c[41+L]);
	a6 w40 (u[40+L],u[146+L],u[252+L],u[358+L],u[464+L],u[570+L],c[252+L],c[147+L],c[42+L]);
	a6 w41 (u[41+L],u[147+L],u[253+L],u[359+L],u[465+L],u[571+L],c[253+L],c[148+L],c[43+L]);
	a6 w42 (u[42+L],u[148+L],u[254+L],u[360+L],u[466+L],u[572+L],c[254+L],c[149+L],c[44+L]);
	a6 w43 (u[43+L],u[149+L],u[255+L],u[361+L],u[467+L],u[573+L],c[255+L],c[150+L],c[45+L]);
	a6 w44 (u[44+L],u[150+L],u[256+L],u[362+L],u[468+L],u[574+L],c[256+L],c[151+L],c[46+L]);
	a6 w45 (u[45+L],u[151+L],u[257+L],u[363+L],u[469+L],u[575+L],c[257+L],c[152+L],c[47+L]);
	a6 w46 (u[46+L],u[152+L],u[258+L],u[364+L],u[470+L],u[576+L],c[258+L],c[153+L],c[48+L]);
	a6 w47 (u[47+L],u[153+L],u[259+L],u[365+L],u[471+L],u[577+L],c[259+L],c[154+L],c[49+L]);
	a6 w48 (u[48+L],u[154+L],u[260+L],u[366+L],u[472+L],u[578+L],c[260+L],c[155+L],c[50+L]);
	a6 w49 (u[49+L],u[155+L],u[261+L],u[367+L],u[473+L],u[579+L],c[261+L],c[156+L],c[51+L]);
	a6 w50 (u[50+L],u[156+L],u[262+L],u[368+L],u[474+L],u[580+L],c[262+L],c[157+L],c[52+L]);
	a6 w51 (u[51+L],u[157+L],u[263+L],u[369+L],u[475+L],u[581+L],c[263+L],c[158+L],c[53+L]);
	a6 w52 (u[52+L],u[158+L],u[264+L],u[370+L],u[476+L],u[582+L],c[264+L],c[159+L],c[54+L]);
	a6 w53 (u[53+L],u[159+L],u[265+L],u[371+L],u[477+L],u[583+L],c[265+L],c[160+L],c[55+L]);
	a6 w54 (u[54+L],u[160+L],u[266+L],u[372+L],u[478+L],u[584+L],c[266+L],c[161+L],c[56+L]);
	a6 w55 (u[55+L],u[161+L],u[267+L],u[373+L],u[479+L],u[585+L],c[267+L],c[162+L],c[57+L]);
	a6 w56 (u[56+L],u[162+L],u[268+L],u[374+L],u[480+L],u[586+L],c[268+L],c[163+L],c[58+L]);
	a6 w57 (u[57+L],u[163+L],u[269+L],u[375+L],u[481+L],u[587+L],c[269+L],c[164+L],c[59+L]);
	a6 w58 (u[58+L],u[164+L],u[270+L],u[376+L],u[482+L],u[588+L],c[270+L],c[165+L],c[60+L]);
	a6 w59 (u[59+L],u[165+L],u[271+L],u[377+L],u[483+L],u[589+L],c[271+L],c[166+L],c[61+L]);
	a6 w60 (u[60+L],u[166+L],u[272+L],u[378+L],u[484+L],u[590+L],c[272+L],c[167+L],c[62+L]);
	a6 w61 (u[61+L],u[167+L],u[273+L],u[379+L],u[485+L],u[591+L],c[273+L],c[168+L],c[63+L]);
	a6 w62 (u[62+L],u[168+L],u[274+L],u[380+L],u[486+L],u[592+L],c[274+L],c[169+L],c[64+L]);
	a6 w63 (u[63+L],u[169+L],u[275+L],u[381+L],u[487+L],u[593+L],c[275+L],c[170+L],c[65+L]);
	a6 w64 (u[64+L],u[170+L],u[276+L],u[382+L],u[488+L],u[594+L],c[276+L],c[171+L],c[66+L]);
	a6 w65 (u[65+L],u[171+L],u[277+L],u[383+L],u[489+L],u[595+L],c[277+L],c[172+L],c[67+L]);
	a6 w66 (u[66+L],u[172+L],u[278+L],u[384+L],u[490+L],u[596+L],c[278+L],c[173+L],c[68+L]);
	a5 w67 (u[67+L],u[173+L],u[385+L],u[491+L],u[597+L],c[279+L],c[174+L],c[69+L]);
	a5 w68 (u[68+L],u[174+L],u[386+L],u[492+L],u[598+L],c[280+L],c[175+L],c[70+L]);
	a5 w69 (u[69+L],u[175+L],u[387+L],u[493+L],u[599+L],c[281+L],c[176+L],c[71+L]);
	a5 w70 (u[70+L],u[176+L],u[388+L],u[494+L],u[600+L],c[282+L],c[177+L],c[72+L]);
	a5 w71 (u[71+L],u[177+L],u[389+L],u[495+L],u[601+L],c[283+L],c[178+L],c[73+L]);
	a5 w72 (u[72+L],u[178+L],u[390+L],u[496+L],u[602+L],c[284+L],c[179+L],c[74+L]);
	a5 w73 (u[73+L],u[179+L],u[391+L],u[497+L],u[603+L],c[285+L],c[180+L],c[75+L]);
	a5 w74 (u[74+L],u[180+L],u[392+L],u[498+L],u[604+L],c[286+L],c[181+L],c[76+L]);
	a5 w75 (u[75+L],u[181+L],u[393+L],u[499+L],u[605+L],c[287+L],c[182+L],c[77+L]);
	a5 w76 (u[76+L],u[182+L],u[394+L],u[500+L],u[606+L],c[288+L],c[183+L],c[78+L]);
	a3 w77 (u[395+L],u[501+L],u[607+L],c[289+L],c[184+L]);
	a3 w78 (u[396+L],u[502+L],u[608+L],c[290+L],c[79+L]);
	a3 w79 (u[397+L],u[503+L],u[609+L],c[185+L],c[80+L]);
	if(79+L<106)
	begin : i79
		assign c[291+L]=1'b0;
	end
	a3 w80 (u[398+L],u[504+L],u[610+L],c[186+L],c[81+L]);
	if(80+L<106)
	begin : i80
		assign c[292+L]=1'b0;
	end
	a3 w81 (u[399+L],u[505+L],u[611+L],c[187+L],c[82+L]);
	if(81+L<106)
	begin : i81
		assign c[293+L]=1'b0;
	end
	a3 w82 (u[400+L],u[506+L],u[612+L],c[188+L],c[83+L]);
	if(82+L<106)
	begin : i82
		assign c[294+L]=1'b0;
	end
	a3 w83 (u[401+L],u[507+L],u[613+L],c[189+L],c[84+L]);
	if(83+L<106)
	begin : i83
		assign c[295+L]=1'b0;
	end
	a3 w84 (u[402+L],u[508+L],u[614+L],c[190+L],c[85+L]);
	if(84+L<106)
	begin : i84
		assign c[296+L]=1'b0;
	end
	a3 w85 (u[403+L],u[509+L],u[615+L],c[191+L],c[86+L]);
	if(85+L<106)
	begin : i85
		assign c[297+L]=1'b0;
	end
	a3 w86 (u[404+L],u[510+L],u[616+L],c[192+L],c[87+L]);
	if(86+L<106)
	begin : i86
		assign c[298+L]=1'b0;
	end
	a3 w87 (u[405+L],u[511+L],u[617+L],c[193+L],c[88+L]);
	if(87+L<106)
	begin : i87
		assign c[299+L]=1'b0;
	end
	a3 w88 (u[406+L],u[512+L],u[618+L],c[194+L],c[89+L]);
	if(88+L<106)
	begin : i88
		assign c[300+L]=1'b0;
	end
	a3 w89 (u[407+L],u[513+L],u[619+L],c[195+L],c[90+L]);
	if(89+L<106)
	begin : i89
		assign c[301+L]=1'b0;
	end
	a3 w90 (u[408+L],u[514+L],u[620+L],c[196+L],c[91+L]);
	if(90+L<106)
	begin : i90
		assign c[302+L]=1'b0;
	end
	a2 w91 (u[409+L],u[515+L],c[197+L],c[92+L]);
	if(91+L<106)
	begin : i91
		assign c[303+L]=1'b0;
	end
	a2 w92 (u[410+L],u[516+L],c[198+L],c[93+L]);
	if(92+L<106)
	begin : i92
		assign c[304+L]=1'b0;
	end
	a2 w93 (u[411+L],u[517+L],c[199+L],c[94+L]);
	if(93+L<106)
	begin : i93
		assign c[305+L]=1'b0;
	end
	a2 w94 (u[412+L],u[518+L],c[200+L],c[95+L]);
	if(94+L<106)
	begin : i94
		assign c[306+L]=1'b0;
	end
	a2 w95 (u[413+L],u[519+L],c[201+L],c[96+L]);
	if(95+L<106)
	begin : i95
		assign c[307+L]=1'b0;
	end
	a2 w96 (u[414+L],u[520+L],c[202+L],c[97+L]);
	if(96+L<106)
	begin : i96
		assign c[308+L]=1'b0;
	end
	a2 w97 (u[415+L],u[521+L],c[203+L],c[98+L]);
	if(97+L<106)
	begin : i97
		assign c[309+L]=1'b0;
	end
	a2 w98 (u[416+L],u[522+L],c[204+L],c[99+L]);
	if(98+L<106)
	begin : i98
		assign c[310+L]=1'b0;
	end
	a2 w99 (u[417+L],u[523+L],c[205+L],c[100+L]);
	if(99+L<106)
	begin : i99
		assign c[311+L]=1'b0;
	end
	a2 w100 (u[418+L],u[524+L],c[206+L],c[101+L]);
	if(100+L<106)
	begin : i100
		assign c[312+L]=1'b0;
	end
	if(101+L<106)
	begin : i101
		assign c[207+L]=1'b0;
		assign c[313+L]=1'b0;
	end
	if(102+L<106)
	begin : i102
		assign c[102+L]=1'b0;
		assign c[208+L]=1'b0;
	assign c[314+L]=1'b0;
	end
	if(103+L<106)
	begin : i103
		assign c[103+L]=1'b0;
		assign c[209+L]=1'b0;
	assign c[315+L]=1'b0;
	end
	if(104+L<106)
	begin : i104
		assign c[104+L]=1'b0;
		assign c[210+L]=1'b0;
	assign c[316+L]=1'b0;
	end
	if(105+L<106)
	begin : i105
		assign c[105+L]=1'b0;
		assign c[211+L]=1'b0;
	assign c[317+L]=1'b0;
	end
	endgenerate
endmodule

===== design/flow/run.sh =====
#!/bin/bash
# OpenROAD 26Q1-2900-gdf79404cd8, Yosys 0.63+post, stock flow scripts
make -C /OpenROAD-flow-scripts/flow DESIGN_CONFIG=/design/flow/config.mk WORK_HOME=/design/flow/orfs finish

===== design/flow/config.mk =====
export PLATFORM = sky130hd
export DESIGN_NAME = compress46
export DESIGN_NICKNAME = compress46
export VERILOG_FILES = /design/flow/design.v
export SDC_FILE = /design/flow/constraint.sdc
export NUM_CORES = 4
export LEC_CHECK = 1
export CORE_AREA = 10 10 368 368
export DIE_AREA = 0 0 378 378

===== design/flow/constraint.sdc =====
current_design compress46

set clk_period 2.3
set clk_io_pct 0.2

create_clock -name clk0 -period $clk_period

set non_clock_inputs [all_inputs -no_clocks]
set_input_delay [expr $clk_period * $clk_io_pct] -clock clk0 $non_clock_inputs
set_output_delay [expr $clk_period * $clk_io_pct] -clock clk0 [all_outputs]

==> impl_metrics.tcl <==
# implementation run metrics
set metrics [dict create \
    status "complete, but fails checks" \
    failed_checks "setup timing" \
    via_per_inst 2.51 \
    hold-path-endpoint "c[1]" \
    worstHoldStart "u[1]" \
    peakVddDrop_uv 152 \
    dp_worst_setup_slack_ns -1.06 \
    grt_pass1_vias 8615 \
    clkPwrFrac 0 \
    intPower_mw 2.48 \
    max_freq_mhz 414 \
    die_area_mm2 0.143 \
    drtIter0Drc 136 \
    syn_area_mm2 0.00865 \
    regArea_um2 0 \
    synthTopCellsByCount "318 x buf_4, 199 x ha_1, 145 x inv_1, 106 x fa_1" \
    die_w_um 378 \
    postRouteAntennaNets 0 \
    cts_hold_buf 0 \
    cpMostUsedCell "fa_2" \
    ys_cells 965 \
    fin_ws_ns -0.118 \
    hold_viol 0 \
    tool_warnings 264 \
    synth_cell_types 9 \
    clock_buffer_count 0 \
    die_h_um 378 \
    cp_top_family "adder cells" \
    yosysTopAreaCell "ha_1" \
    grt_remaining_overflow 0 \
    initial_core_util 0.0678 \
    final.min_clock_period_ns 2.42 \
    hpwl_um 50600 \
    postPlaceCellArea_mm2 0.0157 \
    ys_area_mm2 0.00865 \
    crit_arrival_ns 1.96 \
    finalClockPeriodUsage 1.05 \
    path_buffers 5 \
    rsz0062_at_grt "true" \
    grt_start_max_net_pins 4 \
    wl_um 52900 \
    stdcell_area_mm2 0.0168 \
    synth_top_area_share 0.288 \
    crit_chain "buf_6 -> inv_2 -> fa_2 -> buf_12 -> inv_8 -> fa_2 -> xor2_2 -> buf_2" \
    antenna_found_initial 59 \
    switching_share 0.409 \
    area_leaders "ha_1 29%, buf_4 28%, fa_1 25%" \
    pwr-share-comb 1.000 \
    hold_class "in -> out" \
    setup_violations 13 \
    nFillCells 14500 \
    syn_inst 965 \
    num_vias 7883 \
    top_cell "buf_4" \
    track_usage 0.0708 \
    gp_congestion 0.937 \
    total_power_mw 4.20 \
    end_kind "output port" \
    cp_data_required_time_ns 1.84 \
    avgSynthCellArea_um2 8.96 \
    leakage_nw 7.60 \
    cp-start-kind "input port" \
    rows 131 \
    whs_path_depth 0 \
    hold_slack_ns 0.920 \
    yosys_warnings 0 \
    portBuffers 649 \
    switchingPower_mw 1.72 \
    area_growth_syn_to_layout_pct 94.2 \
    slew_viol_final 0 \
    cp_slowest_cell "fa_2" \
    wire_per_inst_um 16.9 \
    ioPinCount 954 \
    seq_cell_count 0 \
    maxCapViolCount 0 \
    seqPwrFrac 0 \
    drive_above_1_share 0.408 \
    drc 0 \
    critPathMaxFanout 2 \
    ys_seq_share 0 \
    dr.pass1.iters 4 \
    powerDensity_mw_per_mm2 250 \
    grt_pass1_wl_um 69100 \
    core_mm2 0.128 \
    max_stage_delay_ns 0.58 \
    critPathKind "in -> out" \
]
placed cells by master (no fill, tap or decap), drive strengths merged:
cell type	count
inv	145
ha	199
nand3	49
clkbuf	16
diode	16
dlymetal6s2s	25
a21oi	49
xor2	49
dlygate4sd2	207
clkdlybuf4s50	194
conb	67
buf	284
fa	106
nand2	49
clkdlybuf4s15	23
power by group through the flow:
stage	Combinational (mW)	Clock, mW	Sequential (mW)
global route	4.77	0.000000466	0
finish	4.20	0.000000945	0
CTS	4.23	0	0
logic make-up (layout without fill, tap and decap cells):
| kind of cell | after synthesis | count (layout) | share of synthesized area |
|---|---|---|---|
| other cells | 1 | 83 | 0.000433 |
| buf+inv | 463 | 894 | 0.339 |
| xor+xnor | 49 | 49 | 0.0496 |
| fa+ha+maj | 305 | 305 | 0.533 |
| simple gates | 98 | 98 | 0.0496 |
| compound gates | 49 | 49 | 0.0283 |
cell type report:
type,count,area [um2],area share
Antenna cell,16,40.0,0.00238
Inverter,145,629,0.0375
Multi-Input combinational cell,568,7530,0.448
Tap cell,1662,2080,0.124
Timing Repair Buffer,749,6520,0.388
worst max path at each step:
| stage | startpoint | end | slack, ns | cells after the start |
|---|---|---|---|---|
| finish | u[49] | c[156] | -0.12 | 8 |
| global route | u[49] | c[156] | -0.19 | 8 |
| CTS | u[49] | c[156] | -0.14 | 8 |
stage by stage:
step | std cells | TNS [ns] | util
floorplan | 1031 | 0 | -
global placement | 3101 | -99.15 | 0.123
detailed placement | 3101 | -99.41 | 0.123
CTS | 3124 | -1.07 | 0.129
global route | 3132 | -1.48 | 0.132
finish | 3140 | -0.594 | 0.132
per-layer routing:
layer,vias to the layer above,part of all wire,global-route usage
met5,-,0.0020,0
met4,18,0.026,0.0121
met3,88,0.14,0.0397
met2,512,0.48,0.122
met1,3585,0.35,0.0762
li1,3680,-,-
timing repair:
item	4_1_cts	5_1_grt
pin swaps	192	84
setup endpoints to repair	187	102
setup buffers	26	0
resized	1213	133
cloned	0	0
Power is estimated from default activity; no workload was simulated.
